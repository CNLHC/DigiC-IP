`config.mk`:
```
export PLATFORM = sky130hd
export DESIGN_NAME = Packet_Symbol_Width_adapter
export DESIGN_NICKNAME = Packet_Symbol_Width_adapter
export VERILOG_FILES = /design/flow/design.v
export SDC_FILE = /design/flow/constraint.sdc
export NUM_CORES = 4
export LEC_CHECK = 1
export CORE_UTILIZATION = 30
```
`constraint.sdc`:
```
current_design Packet_Symbol_Width_adapter

set clk_period 23.2
set clk_io_pct 0.2

create_clock -name clk0 -period $clk_period [get_ports {clock_clk}]

set non_clock_inputs [all_inputs -no_clocks]
set_input_delay [expr $clk_period * $clk_io_pct] -clock clk0 $non_clock_inputs
set_output_delay [expr $clk_period * $clk_io_pct] -clock clk0 [all_outputs]
```
`design.v`:
```
`timescale 1 ps / 1 ps
module Packet_Symbol_Width_adapter #(
		parameter INPUT_SYMBOL_WIDTH  = 256,
		parameter OUTPUT_SYMBOL_WIDTH = 32
	) (
		input  wire        clock_clk,              
		input  wire        reset_reset,            
		output reg  [OUTPUT_SYMBOL_WIDTH-1:0] aso_out0_data,          
		input  wire        aso_out0_ready,         
		output reg         aso_out0_valid,         
		output reg         aso_out0_endofpacket,   
		output reg         aso_out0_startofpacket, 
		input  wire [INPUT_SYMBOL_WIDTH-1:0] asi_in0_data,           
		output reg         asi_in0_ready,          
		input  wire        asi_in0_valid,          
		input  wire        asi_in0_endofpacket,    
		input  wire        asi_in0_startofpacket   
	);
    reg  [INPUT_SYMBOL_WIDTH-1:0] tInputSymbolBuffer;
    reg  [3:0] tInnerState;
    reg  [$clog2(INPUT_SYMBOL_WIDTH/OUTPUT_SYMBOL_WIDTH)+2:0] tOBytesCounter;
    reg  [20:0] tOSymbolCounter;
    reg  tPacketingState;
    always @(posedge clock_clk or posedge reset_reset) begin
        if(reset_reset) begin
            tInputSymbolBuffer <= 0;
            tOSymbolCounter <=0;
            tOBytesCounter <=0;
            tInnerState <= 0;
            tPacketingState <=0;
            asi_in0_ready<=1;
        end
        else begin
            case(tInnerState)
                0:begin
                    asi_in0_ready <= 1 ;
                    aso_out0_valid <=0 ;
                    if(asi_in0_startofpacket && asi_in0_valid) begin
                        tInnerState<=1;
                        tInputSymbolBuffer <= asi_in0_data;
                        asi_in0_ready <= 0 ;
                    end
                end
                1:begin
                    if(aso_out0_startofpacket)
                        aso_out0_startofpacket<=0;
                    if(tOBytesCounter<(INPUT_SYMBOL_WIDTH/OUTPUT_SYMBOL_WIDTH))begin
                        if(!tPacketingState)begin
                            aso_out0_startofpacket<=1;
                            tPacketingState<=1;
                        end
                        aso_out0_valid <=1;
                        aso_out0_data  <= tInputSymbolBuffer[((INPUT_SYMBOL_WIDTH/OUTPUT_SYMBOL_WIDTH)-tOBytesCounter)*OUTPUT_SYMBOL_WIDTH-1-:OUTPUT_SYMBOL_WIDTH];
                        tOBytesCounter<=tOBytesCounter+1;
                        tOSymbolCounter<=tOSymbolCounter+1;
                    end
                    else begin
                        aso_out0_valid <=0;
                        asi_in0_ready <= 1 ;
                    end
                    if(asi_in0_valid &&asi_in0_ready) begin
                        tInputSymbolBuffer <= asi_in0_data;
                        asi_in0_ready  <= 0;
                        tOBytesCounter <= 0;
                        if(asi_in0_endofpacket)begin
                            tInnerState<=2;
                        end
                    end
                end
                2:begin
                    if(tOBytesCounter<(INPUT_SYMBOL_WIDTH/OUTPUT_SYMBOL_WIDTH))begin
                        aso_out0_valid <=1;
                        aso_out0_data  <= tInputSymbolBuffer[((INPUT_SYMBOL_WIDTH/OUTPUT_SYMBOL_WIDTH)-tOBytesCounter)*OUTPUT_SYMBOL_WIDTH-1-:OUTPUT_SYMBOL_WIDTH];
                        tOBytesCounter<=tOBytesCounter+1;
                        tOSymbolCounter<=tOSymbolCounter+1;
                        if(tOBytesCounter==(INPUT_SYMBOL_WIDTH/OUTPUT_SYMBOL_WIDTH)-1)
                            aso_out0_endofpacket<=1;
                    end
                    else begin
                        aso_out0_valid <=0;
                        asi_in0_ready<=1;
                        aso_out0_endofpacket<=0;
                        tPacketingState<=0;
                        tInnerState<=0;
                        tInputSymbolBuffer<=0;
                        tOBytesCounter<=0;
                        tOSymbolCounter<=0;
                    end
                end
            endcase
        end
    end
endmodule
```
`run.sh`:
```
#!/bin/bash
# OpenROAD 26Q1-2900-gdf79404cd8, Yosys 0.63+post, stock flow scripts
make -C /OpenROAD-flow-scripts/flow DESIGN_CONFIG=/design/flow/config.mk WORK_HOME=/design/flow/orfs finish
```
==> flow_summary_export.csv <==
group,metric,value,unit
status,status,"finished, final reports clean",
final_timing,hold_viol,0,
critical_path,crit_type,"input pin to flip-flop",
final_timing,slew_headroom,42.99,%
die,core_area,0.04223,mm^2
synth,top_cell,"dfrtp_1",
die,std_cell_rows,75,
clock_network,htree_levels,2,
global_route,grt_max_degree,149,
drt,wirelength,41.64,mm
die,ios,298,
pwr,power_density,164.9,mW/mm^2
critical_path,cp_slowest_stage_delay,0.65,ns
critical_path,critPathMaxFanout,65,
clock_network,clkTransAtPathRegs,0.06,ns
clock_network,cts_tree,"built",
final_timing,slew_violations,0,
run,warnings,30,
pwr,ir_worst_vdd,0.1336,mV
min_path,hp-class,"flip-flop to flip-flop",
synth,yosysTopAreaCell,"dfrtp_1",
die,die_area,0.04403,mm^2
final_timing,finalSetupTns,0,ns
final_timing,rsz0062_at_grt,"false",
clock_network,cts_sinks,302,
critical_path,worst-endpoint-required,23.68,ns
cells_and_area,final_cells,1806,
die,fp-utilization,30.69,%
global_route,grt_pass1_wl,63.49,mm
drt,post_drt_wl_per_cell,23.06,um
synth,flop_cell,"dfrtp_1",
synth,synth_area,0.01296,mm^2
critical_path,crit_top_cell,"buf_4",
drt,drcViolationCount,0,
critical_path,endpoint_kind,"flip-flop",
critical_path,critPathLaunchType,"input pin",
die,die_h,209.8,um
critical_path,crit_chain,"clkdlybuf4s50_1 > mux2_2 > a31oi_1 > nand2b_4 > buf_4 > buf_4 > buf_4 > a22o_1",
clock_network,postCtsHoldBufs,0,
final_timing,fin_crit_sh,34.03,%
final_timing,fin_ws,15.30,ns
placement,numPortBuffers,296,
synth,ys_seq_share,59.69,%
run,cap_violations,0,
synth,ys_cells,978,
drt,routed_via_density,5.357,
synth,yosys_warnings,1,
placement,gp_congestion,0.8749,
clock_network,post_cts_buffers,0,
drt,drtAntennaViolNets,0,
global_route,grt_pass1_vias,10200,
clock_network,clock-root-buffer,"clkbuf_16",
synth,area_leaders,"dfrtp_1, a22o_1, edfxtp_1, mux2i_1, mux2_1",
pwr,p_leak,7.574,nW
drt,dr.pass1.iters,4,
synth,synth_cells,978,
drt,drt_iter0_markers,590,
critical_path,slowest_stage,"buf_4",
cells_and_area,area_delta_synth_final,35.69,%
final_timing,post-route-min-period,7.895,ns
clock_network,worstSkewPairLatency,0.55,ns
synth,avgSynthCellArea,13.25,um^2
cells_and_area,layout-drive-gt1-share,8.485,%
die,die_w,209.8,um
final_timing,worst_clock_skew,0.01703,ns
placement,place_inst,1736,
synth,post_synth_num_cell_types,57,
final_timing,setup_violations,0,
global_route,grt_usage,19.78,%
critical_path,cp.arrival,8.37,ns
global_route,globalRouteOverflowTotal,0,
final_timing,tightest_slew,0.8531,ns
global_route,antenna_found_initial,12,
clock_network,clk_path_buf_depth,3,
synth,common_cells,"dfrtp_1, a22o_1, nand2_1",
final_timing,timing.hold.ws,0.4937,ns
cells_and_area,fill_cells,3850,
synth,edf_count,35,
synth,synth_top_area_share,51.17,%
synth,numSynthFlops,302,
synth,yosys_area,0.01296,mm^2
cells_and_area,postLayoutCellArea,0.01758,mm^2
clock_network,cts_made_buffers,36,
synth,synthArstFlopShare,88.41,%
placement,dp.final_hpwl,27.17,mm
drt,via_count,9675,
clock_network,cts_resized,0,
placement,pre_cts_slack,14.78,ns
final_timing,max_freq,126.7,MHz
placement,post_dp_cell_area,0.01633,mm^2
==> flip-flops by register name, indices dropped and copies added, names as in the netlist, 3 cells and up <==
name	flops
tInputSymbolBuffer	256
tInnerState	3
aso_out0_data	32
tOBytesCounter	6
==> metrics by stage <==
step / power [mW] / util, %
after floorplan: 1.883 / -
after global placement: 2.326 / 38.68
after detailed placement: 2.340 / 38.68
after CTS: 2.956 / 41.60
after global routing: 3.090 / 41.61
final: 2.900 / 41.64
==> final timing paths <==
path,from,to,slack [ns],cells after the start
worst max-delay path,asi_in0_startofpacket,tInputSymbolBuffer[235],15.30,8
worst min-delay path,tInputSymbolBuffer[184],tInputSymbolBuffer[184],0.49,1
worst max register to register,tOBytesCounter[1],tInputSymbolBuffer[235],18.85,9
worst min register to register,tInputSymbolBuffer[184],tInputSymbolBuffer[184],0.49,1
max in group asynchronous,reset_reset,tInputSymbolBuffer[89],16.72,4
min in group asynchronous,reset_reset,tInputSymbolBuffer[36],4.71,2
==> power breakdown <==
group / switching, mW / internal (mW)
sequential: 0.142 / 0.828
combinational: 0.727 / 0.612
clock: 0.228 / 0.364
==> logic make-up after synthesis <==
family          after synthesis  share of synthesized area, %
compound gates              385                         26.19
buf+inv                     106                         4.248
flops                       302                         59.69
xor+xnor                      3                        0.2608
simple gates                113                         3.959
mux                          67                         5.465
fa+ha+maj                     2                        0.1931
==> area by class of cell <==
class	count	area (um^2)	share of cell area [%]
diodes	6	15.01	0.08539
clock buffers	50	1057	6.013
clock inverters	14	178.9	1.018
inverters	7	36.28	0.2064
multi-input cells	570	4746	26.99
flip-flops and latches	302	7735	43.99
well taps	539	674.4	3.835
repair buffers	318	3141	17.86
==> placed cells by master (no fill, tap or decap), types with 8 or more instances in the layout <==
cell,n
mux2_1,25
clkbuf_16,39
a32oi_1,31
dfrtp_1,265
buf_4,21
edfxtp_1,35
a32o_1,28
a22o_1,256
nor2_1,8
clkdlybuf4s50_1,296
nand2_1,69
mux2i_1,37
a221o_1,28
==> critical path, delay by kind of cell <==
kind	cells	cell delay, ns
AND-OR/OR-AND	2	0.53
buffers and inverters	4	2.23
multiplexers	1	0.28
AND/OR/NAND/NOR	1	0.57
==> routing by layer <==
layer	GRT usage, %	up-vias	share of wire, %
met5	0	-	0.18
met4	4.933	12	3.0
met3	6.037	71	8.0
met2	31.26	297	48
met1	27.32	4872	41
li1	-	4423	-
Power and IR drop assume default switching activity.
