[flow/config.mk]
export PLATFORM = sky130hd
export DESIGN_NAME = OFDM_Symbol_Sync
export DESIGN_NICKNAME = OFDM_Symbol_Sync
export VERILOG_FILES = /design/flow/design.v
export SDC_FILE = /design/flow/constraint.sdc
export NUM_CORES = 4
export LEC_CHECK = 1
export CORE_UTILIZATION = 40
[flow/constraint.sdc]
current_design OFDM_Symbol_Sync

set clk_period 7.0
set clk_io_pct 0.2

create_clock -name clk0 -period $clk_period [get_ports {clock_clk}]

set non_clock_inputs [all_inputs -no_clocks]
set_input_delay [expr $clk_period * $clk_io_pct] -clock clk0 $non_clock_inputs
set_output_delay [expr $clk_period * $clk_io_pct] -clock clk0 [all_outputs]
[flow/run.sh]
#!/bin/bash
# OpenROAD 26Q1-2900-gdf79404cd8, Yosys 0.63+post, stock flow scripts
make -C /OpenROAD-flow-scripts/flow DESIGN_CONFIG=/design/flow/config.mk WORK_HOME=/design/flow/orfs finish
[flow/design.v]
`timescale 1 ps / 1 ps
module OFDM_Symbol_Sync #(
    THRESHOLD=100,
    OFDM_SYMBOL_LENGTH=64
) (
		output  reg        sample_clock_reset,  
		input  wire        clock_clk,              
        input  wire        reset_reset,
		input  wire signed [31:0] asi_in0_data,            
		input  wire        asi_in0_valid,           
		output reg  [31:0] aso_out0_data,           
		output reg         aso_out0_valid,          
		output reg         aso_out0_endofpacket,    
		output reg         aso_out0_startofpacket,  
		output  reg        pre_sampling             
	);
    wire signed [15:0] asiReal;
    wire signed [15:0] asiImag;
    reg signed [31:0]tMA32;
    reg signed [31:0]tMA32C2;
    reg signed [31:0]tMA32Accu;
    reg signed [31:0]tMA32C2Accu;
    reg signed [5:0]tMA32Index;
    reg signed [5:0]tMA32C2Index;
    reg signed [31:0]tMA4;
    reg signed [31:0]tMA4C2;
    reg signed [31:0]tMA4Accu;
    reg signed [31:0]tMA4C2Accu;
    reg signed [5:0]tMA4Index;
    reg signed [5:0]tMA4C2Index;
    reg signed [31:0]tMADifference;
    reg signed [31:0]tMAC2Difference;
    reg [15:0]tMA32Settd;
    reg [15:0]tMA32C2Settd;
    reg [10:0]tIDLECounter;
    reg tSlackState;
    reg tSlackStateC2;
    reg tAccuFlag;
    reg tAccuFlagC2;
    reg [1:0]tInnerState;
    reg tPacketState;
    reg [15:0]tDataCounter;
    wire signed [31:0]tSyncChannelData;
    wire signed [31:0]tSyncChannelDataC2;
    assign tSyncChannelData={{16{asi_in0_data[15]}},asi_in0_data[15:0]};
    assign tSyncChannelDataC2={{16{asi_in0_data[31]}},asi_in0_data[31:16]};
    assign asiReal=asi_in0_data[31:16];
    assign asiImag=asi_in0_data[15:0];
    always @ (posedge clock_clk or posedge reset_reset)begin
        if(reset_reset) begin
            tMA32<=0;
            tMA32C2<=0;
            tMA32Accu<=0;
            tMA32C2Accu<=0;
            tMA32Index<=0;
            tMA32C2Index<=0;
            tMA4<=0;
            tMA4C2<=0;
            tMA4Accu<=0;
            tMA4C2Accu<=0;
            tMA4Index<=0;
            tMA4C2Index<=0;
            tAccuFlag<=0;
            tAccuFlagC2<=0;
            tMA32Settd<=0;
            tMA32C2Settd<=0;
            tMADifference=0;
            tMAC2Difference=0;
            pre_sampling<=1;
            tPacketState<=0;
            tDataCounter<=0;
            tInnerState<=0;
            tIDLECounter<=0;
            tSlackState<=0;
        end
        else begin
            case (tInnerState)
                0:begin 
                    if(asi_in0_valid)begin
                        if(tMA4Index==1)begin
                            tMA4<=(tMA4Accu>>>1);
                            tMA4Accu<=tSyncChannelData;
                            tMA4Index<=0;
                            tMADifference=(tMA32-tMA4)>0?(tMA32-tMA4):(tMA4-tMA32);
                            if(tMADifference>THRESHOLD&&tMA32Settd==1)begin
                                pre_sampling<=0;
                                tInnerState<=1;
                                aso_out0_valid<=1;
                                aso_out0_startofpacket<=1;
                            end
                        end else begin
                            tMA4Accu<=tMA4Accu+tSyncChannelData;
                            tMA4Index<=tMA4Index+1;
                        end
                        if (tMA32Index==31)begin
                            tAccuFlag<=1;
                            tMA32<=(tMA32Accu>>>5);
                            tMA32Index<=0;
                            tMA32Accu<=0;
                            tMA32Settd<=1;
                        end else begin
                            tMA32Accu<=tMA32Accu+tSyncChannelData;
                            tMA32Index<=tMA32Index+1;
                        end
                        if(tMA4C2Index==1)begin
                            tMA4C2<=(tMA4C2Accu>>>1);
                            tMA4C2Accu<=tSyncChannelDataC2;
                            tMA4C2Index<=0;
                            tMAC2Difference=(tMA32C2-tMA4C2)>0?(tMA32C2-tMA4C2):(tMA4C2-tMA32C2);
                            if(tMAC2Difference>THRESHOLD&&tMA32C2Settd==1)begin
                                pre_sampling<=0;
                                tInnerState<=1;
                                aso_out0_valid<=1;
                                aso_out0_startofpacket<=1;
                            end
                        end else begin
                            tMA4C2Accu<=tMA4C2Accu+tSyncChannelDataC2;
                            tMA4C2Index<=tMA4C2Index+1;
                        end
                        if (tMA32C2Index==31)begin
                            tAccuFlagC2<=1;
                            tMA32C2<=(tMA32C2Accu>>>5);
                            tMA32C2Index<=0;
                            tMA32C2Accu<=0;
                            tMA32C2Settd<=1;
                        end else begin
                            tMA32C2Accu<=tMA32C2Accu+tSyncChannelDataC2;
                            tMA32C2Index<=tMA32C2Index+1;
                        end
                    end
                end
                1:begin
                    if(aso_out0_valid) begin
                        aso_out0_valid<=0;
                    end
                    else begin
                        if(asi_in0_valid)
                            aso_out0_valid<=1;
                    end
                    if(aso_out0_startofpacket)
                        aso_out0_startofpacket<=0;
                    if(asi_in0_valid)begin
                        if(!tPacketState)begin
                            aso_out0_startofpacket<=1;
                            tPacketState<=1;
                        end
                        aso_out0_data={{16'b0-asiReal},{16'b0-asiImag}};
                        if(tDataCounter==OFDM_SYMBOL_LENGTH-1)begin
                            aso_out0_endofpacket<=1;
                            tDataCounter<=tDataCounter+1;
                        end
                        else if(tDataCounter==OFDM_SYMBOL_LENGTH)begin
                            aso_out0_endofpacket<=0;
                            aso_out0_valid<=0;
                            tPacketState<=0;
                            tMA32<=0;
                            tMA32C2<=0;
                            tMA32Accu<=0;
                            tMA32C2Accu<=0;
                            tMA32Index<=0;
                            tMA32C2Index<=0;
                            tMA4<=0;
                            tMA4C2<=0;
                            tMA4Accu<=0;
                            tMA4C2Accu<=0;
                            tMA4Index<=0;
                            tMA4C2Index<=0;
                            tAccuFlag<=0;
                            tAccuFlagC2<=0;
                            tMA32Settd<=0;
                            tMA32C2Settd<=0;
                            tMADifference=0;
                            tMAC2Difference=0;
                            pre_sampling<=1;
                            tPacketState<=0;
                            tDataCounter<=0;
                            tInnerState<=2;
                            tSlackState<=0;
                            tIDLECounter<=0;
                        end
                        else begin
                            tDataCounter<=tDataCounter+1;
                        end
                    end
                end
                2:begin
                    if(tIDLECounter<512)
                        tIDLECounter<=tIDLECounter+1;
                    else
                        tInnerState<=0;
                end
            endcase
        end
    end
endmodule
==> summary.log <==
[drt] ant diodes 0
[synth] compound-gate portion of the synthesized area 24.3%
[clocking] count of hold buffers inserted by post-cts repair 0
[final_timing] clock skew 26.3 ps
[synth] top logic cell family in the synthesized netlist AND-OR/OR-AND gates
[critical_path] element type at the critical path start input pin
[synth] Adder-Cell Fraction of Synth Area 12.5%
[global_routing] antenna violations before repair 0
[final_timing] Fin Setup TNS 0 ps
[critical_path] category of the most critical setup path input pin to flip-flop
[clocking] CTS Buf Count 38
[layout] layout cell share with drive strength beyond 1 4.48%
[floorplan] total number of placement rows 95
[critical_path] category of the worst setup path capture point flip-flop
[final_timing] post-layout min period 5490 ps
[run] Max Cap Violations 0
[drt] Detailed Route Iter0 Violations 1206
[synth] number of cells in Yosys stat 3293
[clocking] clock root buffer master sky130_fd_sc_hd__clkbuf_16
[final_timing] highest clock rate 182 MHz
[synth] count of warnings emitted by yosys 2
[global_routing] Total Routing Usage GR 21.8%
[drt] detailed-router iteration count before antenna repair 7
[floorplan] boundary pin count 72
[layout] Area Growth Syn to Fin 10.3%
[final_timing] Worst slew margin 44.2%
[final_timing] final max-slew violation count 0
[global_routing] gr ovfl total 0
[drt] tally of nets with antenna violations remaining after routing 0
[final_timing] Setup violations, final 0
[synth] proportion of synthesized area in mux cells 0.796%
[final_timing] transition time at the pin with the least slew margin 826 ps
[synth] number of instances in the synthesized netlist 3293
[layout] final cell count without fillers 4199
[final_timing] setup repair after global routing missed its margin no
[synth] FF+latch count, synth 337
[place] dpl cells 4129
[critical_path] critical path arrival 5920 ps
[synth] XOR/XNOR Fraction of Synth Area 6.95%
[run_status] status completed
[floorplan] core area 0.0673 mm2
[drt] total routed wirelength 72200 um
[place] count of buffers inserted at the top-level ports 70
[synth] sequential share of the synthesized area 31.6%
[final_timing] final hold violations 0
[critical_path] worst-path maximum fanout 7
[final_timing] crit share post-route 78.4%
[drt] DR WL/cell 17.2 um
[synth] post-synthesis average cell area 8.26 um2
[floorplan] die height 263 um
[global_routing] vias in the first global route 22225
[clocking] clock slew at reported path FFs 60 ps
[clocking] clock tree buffer depth 3
[hold_path] class of the tightest hold or removal check flip-flop to flip-flop
[drt] detailed-route DRC error count 0
[clocking] Post-CTS Resized 0
[synth] post-synthesis instance area 0.0272 mm2
[global_routing] first-pass GRT wire length 120000 um
[synth] most used flip-flop cell sky130_fd_sc_hd__dfrtp_1
[layout] post-layout util 44.6%
[clocking] number of H-tree branching levels 2
[floorplan] overall die area 0.0691 mm2
[critical_path] CP required 7430 ps
[clocking] clock insertion delay at the later pin of the skew report 570 ps
[clocking] TritonCTS clock tree done
[floorplan] Die X-Extent 263 um
[run] number of OpenROAD warnings 92
[floorplan] starting utilization of the core area 40.4%
[synth] area share of and/or/nand/nor cells after synthesis 19.3%
[place] DP HPWL 54300 um
[synth] Post-synth ARST share 89.6%
[drt] Vias/cell 5.50
[clocking] clk sinks 337
[synth] synth unique cells 98
[clocking] total setup buffers inserted after CTS 0
[global_routing] maximum number of pins on one net before global-route repair 115
[synth] Chip Area, Yosys 0.0272 mm2
[synth] number of synthesized flops with an enable pin 35
[place] routability congestion estimate from global placement 0.976
[drt] routed via count 23099
## synth_stat cells (all sizes together), types with 14 or more instances
master,n,share of area [%]
o211ai,19,0.52
a21o,75,2.1
edfxtp,35,3.9
and2,25,0.59
a211oi,27,0.76
ha,259,12
nand2b,120,2.8
clkbuf,125,1.7
nor2b,42,0.97
dfrtp,300,28
or3,30,0.71
nor4,22,0.53
and3,28,0.64
a22o,47,1.5
o31ai,27,0.81
nand2,387,5.3
nand3,65,1.2
o21ai,359,6.6
a21oi,246,4.6
or2,14,0.32
nor3,63,1.2
nor2,215,3.0
o21bai,27,0.74
inv,183,2.5
nand4,40,0.94
xor2,94,3.0
xnor2,122,3.9
mux2i,16,0.59
o31a,16,0.52
o21a,40,1.1
a31oi,32,0.74
## cells by family (layout without fill, tap and decap cells)
logic type               count (synthesis)  count (layout)
AND-OR/OR-AND                         1041            1041
XOR/XNOR                               216             216
adder cells (fa/ha/maj)                267             267
buffers and inverters                  322             355
flip-flops                             337             337
multiplexers                            21              21
other                                    1               1
AND/OR/NAND/NOR                       1088            1088
## cell usage in the layout (no fill, tap or decap), types with 9 or more instances in the layout
| cell type | synthesis | layout |
|---|---|---|
| sky130_fd_sc_hd__and3_1 | 28 | 28 |
| sky130_fd_sc_hd__o21a_1 | 40 | 40 |
| sky130_fd_sc_hd__inv_1 | 183 | 182 |
| sky130_fd_sc_hd__and2_1 | 23 | 23 |
| sky130_fd_sc_hd__a21o_1 | 75 | 75 |
| sky130_fd_sc_hd__nor3b_1 | 12 | 12 |
| sky130_fd_sc_hd__a21oi_1 | 244 | 244 |
| sky130_fd_sc_hd__nor4_1 | 21 | 21 |
| sky130_fd_sc_hd__or4_1 | 9 | 9 |
| sky130_fd_sc_hd__clkbuf_16 | 0 | 40 |
| sky130_fd_sc_hd__mux2i_1 | 16 | 16 |
| sky130_fd_sc_hd__o211ai_1 | 19 | 19 |
| sky130_fd_sc_hd__nand2_1 | 387 | 386 |
| sky130_fd_sc_hd__nand2b_1 | 120 | 120 |
| sky130_fd_sc_hd__dfrtp_1 | 300 | 299 |
| sky130_fd_sc_hd__o31ai_1 | 25 | 25 |
| sky130_fd_sc_hd__o21bai_1 | 27 | 27 |
| sky130_fd_sc_hd__edfxtp_1 | 35 | 35 |
| sky130_fd_sc_hd__buf_4 | 1 | 30 |
| sky130_fd_sc_hd__clkdlybuf4s50_1 | 0 | 68 |
| sky130_fd_sc_hd__o31a_1 | 16 | 16 |
| sky130_fd_sc_hd__ha_1 | 259 | 259 |
| sky130_fd_sc_hd__a21boi_0 | 12 | 12 |
| sky130_fd_sc_hd__nand3_1 | 65 | 65 |
| sky130_fd_sc_hd__a22o_1 | 47 | 47 |
| sky130_fd_sc_hd__xnor2_1 | 122 | 122 |
| sky130_fd_sc_hd__a31oi_1 | 32 | 32 |
| sky130_fd_sc_hd__xor2_1 | 94 | 94 |
| sky130_fd_sc_hd__o21ai_0 | 347 | 346 |
| sky130_fd_sc_hd__o211a_1 | 9 | 9 |
| sky130_fd_sc_hd__or3_1 | 29 | 29 |
| sky130_fd_sc_hd__or2_2 | 14 | 14 |
| sky130_fd_sc_hd__nor3_1 | 62 | 62 |
| sky130_fd_sc_hd__nand4_1 | 39 | 39 |
| sky130_fd_sc_hd__nor2_1 | 215 | 213 |
| sky130_fd_sc_hd__a211oi_1 | 26 | 26 |
| sky130_fd_sc_hd__nor2b_1 | 42 | 42 |
## final timing paths
check                                    to  slack, ps        startpoint  cells after the start
max reg2reg                  aso_out0_valid       1830        tMA32C2[2]                     16
max                           tMA32Accu[30]       1510   asi_in0_data[0]                     17
min reg2reg                tDataCounter[15]        480  tDataCounter[15]                      1
min in group asynchronous   tIDLECounter[8]       1480       reset_reset                      3
min                        tDataCounter[15]        480  tDataCounter[15]                      1
max in group asynchronous         tMA32[18]       4330       reset_reset                      4
## layer usage
metal  global-route usage [%]  vias up  part of all wire [%]
met5                        0        -                     0
met4                     4.71        0                   2.5
met3                     3.36       98                   5.0
met2                     30.9      470                    42
met1                     35.8    10748                    51
li1                         -    11783                     -
## through the flow
step | cell area, um2 | hold slack [ps] | setup slack [ps]
2_1_floorplan | 27200 | 447 | 1590
3_3_place_gp | 28700 | 469 | 951
3_5_place_dp | 28700 | 467 | 905
4_1_cts | 30000 | 479 | 1490
5_1_grt | 30000 | 507 | 1230
6_report | 30000 | 484 | 1510
## final cells by class
type                            count  area [um2]
Sequential cell                   337        8610
Clock inverter                     19         199
Clock buffer                       51        1070
Fill cell                        6449       37300
Tap cell                          873        1090
Inverter                          184         694
Timing Repair Buffer              101         936
Multi-Input combinational cell   2634       17400
## registers in the layout, indices dropped and copies added (netlist names), 16 cells and up
register,cells
tMA32,27
tMA4,31
aso_out0_data,32
tMA32C2,27
tMA4C2,31
tMA4C2Accu,32
tDataCounter,16
tMA4Accu,32
tMA32Accu,32
tMA32C2Accu,32
## worst max-delay path, cell delays in order
cell and delay (ps):
sky130_fd_sc_hd__clkdlybuf4s50_1 520, sky130_fd_sc_hd__ha_1 300, sky130_fd_sc_hd__fa_1 420, sky130_fd_sc_hd__a21o_1 200, sky130_fd_sc_hd__a21o_1 210, sky130_fd_sc_hd__a2111oi_0 560
sky130_fd_sc_hd__or3_1 260, sky130_fd_sc_hd__o211a_1 190, sky130_fd_sc_hd__o31ai_1 110, sky130_fd_sc_hd__or4_1 410, sky130_fd_sc_hd__a31oi_1 260, sky130_fd_sc_hd__nor2b_1 70
sky130_fd_sc_hd__o21ai_0 200, sky130_fd_sc_hd__a21oi_1 150, sky130_fd_sc_hd__a41oi_1 290, sky130_fd_sc_hd__mux2i_1 110, sky130_fd_sc_hd__a221o_1 260
